`./run.sh`:
```
#!/bin/bash
# OpenROAD 26Q1-2900-gdf79404cd8, Yosys 0.63+post, stock flow scripts
make -C /OpenROAD-flow-scripts/flow DESIGN_CONFIG=/design/flow/config.mk WORK_HOME=/design/flow/orfs finish
```
`./config.mk`:
```
export PLATFORM = sky130hd
export DESIGN_NAME = VIT_ENC
export DESIGN_NICKNAME = VIT_ENC
export VERILOG_FILES = /design/flow/design.v
export SDC_FILE = /design/flow/constraint.sdc
export NUM_CORES = 4
export LEC_CHECK = 1
export CORE_AREA = 10 10 70 70
export DIE_AREA = 0 0 80 80
```
`./constraint.sdc`:
```
current_design VIT_ENC

set clk_period 1.6
set clk_io_pct 0.2

create_clock -name clk0 -period $clk_period [get_ports {clock}]

set non_clock_inputs [all_inputs -no_clocks]
set_input_delay [expr $clk_period * $clk_io_pct] -clock clk0 $non_clock_inputs
set_output_delay [expr $clk_period * $clk_io_pct] -clock clk0 [all_outputs]
```
`./design.v`:
```
`timescale 1 ns / 1 ns
module VIT_ENC (
    Vx,
    Ux,
    tb_en,
    clock,
    reset
);
    output [2-1:0] Vx;
    input [1-1:0] Ux;
    input tb_en;
    input clock;
    input reset;
    reg [3:0] encoder_reg;
    always @(posedge clock) begin
        if (reset) encoder_reg <= 4'b0;
        if (tb_en == 1'b0) encoder_reg <= {Ux, encoder_reg[3:1]};
    end
    assign Vx[1] = encoder_reg[3] ^ encoder_reg[1] ^ encoder_reg[0];
    assign Vx[0] = encoder_reg[3] ^ encoder_reg[2] ^ encoder_reg[1] ^ encoder_reg[0];
endmodule
```
==> impl_metrics.yaml <==
# synthesis and place-and-route metrics
flow_run:
  warning_count: 26
  drv_cap: 0
yosys:
  ys_sh_mux: 0
  ys_sh_xor: 0.219
  syn_area_per_cell_um2: 14.9
  postSynthCellCount: 13
  yosys_warnings: 1
  simple_gate_share: 0.161
  aoi_share: 0
  ys_seq_elements: 4
  ys_cells: 13
  ys_area_um2: 194
  yosysSeqAreaShare: 0.619
  synthTopLogicFamily: "XOR/XNOR gates"
  synth_area_um2: 194
  synthAdderAreaFrac: 0
  synth.distinct_cells: 6
timing:
  hold_viol: 0
  max_freq_mhz: 658
  tightest_slew_ps: 180
  fin_ws_ps: 79.2
  finalClockPeriodUsage: 0.951
  drv_slew: 0
  setup_viol: 0
  slew_headroom: 0.880
  finClkSkew_ps: 0.649
  rsz0062_at_grt: "yes"
  period_minus_slack_ps: 1520
detailed_routing:
  first_pass_iters: 2
  drt_wl_total_um: 384
  via_per_inst: 1.79
  final_antenna_net_count: 0
  antennaDiodeCount: 0
  drt_iter0_markers: 5
  drc: 0
  num_vias: 125
  post_drt_wl_per_cell_um: 5.49
setup_path:
  cp_slowest_cell: "edfxtp_1"
  arrival_ps: 1200
  critPathCaptureType: "output port"
  critPathMostFrequentCell: "xnor2_2"
  slowest_delay_ps: 420
  critPathMaxFanout: 2
  r2r_setup_slack_ps: 660
  setup.worst_path.class: "flop to output port"
  cp.required_ps: 1280
  path_delay_family: "flip-flops"
  startpoint_type: "flop"
  crit_buf_inv: 2
  cp_cell_sequence: "xnor2_2 > buf_4 > xnor2_2 > buf_2"
final_layout:
  drive_gt1_frac: 0.375
  largest_reg_flops: 4
  flop_area_um2: 120
  final_cell_mix: "4 x nor2b_1, 4 x edfxtp_1, 3 x clkbuf_4, 3 x clkdlybuf4s50_1, 3 x buf_4"
  final_area_um2: 349
  areaGrowthSynthToFinish_pct: 80.0
  stdcell_count: 70
  comb_area_um2: 81.3
  nFillCells: 411
clock_network:
  cts_root_buf: "clkbuf_4"
  cts-buffers-inserted: 3
  clkSinkCount: 4
  hold_buffers: 0
  h-tree-depth: 1
  clk_latency_ps: 230
  ctsLongestPathBuffers: 2
  tritoncts: "done"
  clk_pin_slew_ps: 40
global_route:
  grt_pass1_wl_um: 614
  antenna_found_initial: 0
  grt_start_max_net_pins: 6
  grtUsageTotal: 0.0121
  grt-ovfl-total: 0
  grt_pass1_vias: 137
floorplan:
  fp_util: 0.0568
  dieHeight_um: 80
  die_w_um: 80
  chipArea_um2: 6400
  num_io_pins: 6
  coreArea_um2: 3420
  rows: 21
placed_design:
  preCtsSetupSlack_ps: -5.34
  place_area_um2: 302
  place_inst: 64
  io_buffers: 5
  gp_congestion: 0.689
worst_hold_path:
  min_path_type: "flop to flop"
status:
  outcome: "finished clean"
power:
  p_per_area_nw_per_um2: 964
  cellLeakagePower_nw: 0.125
  vdd_drop_max_uv: 458
  power.total_w: 0.000336
stage by stage:
step	utilization	TNS [ps]	hold slack [ps]
detailed placement	0.0883	-7.24	606
CTS	0.0952	0	622
global route	0.102	-5.42	639
global placement	0.0883	0	583
finish	0.102	0	615
floorplan	-	0	511
what timing repair did:
item	4_1_cts	5_1_grt
endpoints found under the hold margin	0	0
resized	4	2
pin swaps	1	2
setup endpoints to repair	2	2
setup buffers	1	2
metal layers:
| layer | global-route usage | part of all wire | up-vias |
|---|---|---|---|
| met2 | 0.00963 | 0.29 | 8 |
| met4 | 0.00528 | 0 | 0 |
| li1 | - | - | 66 |
| met5 | 0 | 0 | - |
| met3 | 0.0114 | 0.086 | 0 |
| met1 | 0.0182 | 0.62 | 51 |
final timing paths:
check	end	cells past startpoint	startpoint
hold / removal	encoder_reg[1]	1	encoder_reg[2]
setup reg to reg	encoder_reg[0]	2	encoder_reg[1]
setup / recovery	Vx[1]	4	encoder_reg[1]
hold reg to reg	encoder_reg[1]	1	encoder_reg[2]
power by group:
part            total, W  internal [W]  switching, W
clock network   0.000127     0.0000840     0.0000433
registers       0.000134      0.000127    0.00000753
logic          0.0000748     0.0000533     0.0000215
cells by family (layout without fill, tap and decap cells):
group                  after synthesis  after routing
buffers and inverters                0             11
AND/OR/NAND/NOR                      5              5
XOR/XNOR                             4              4
flip-flops                           4              4
synthesized netlist by cell type:
cell type,count,area share
xnor2_1,2,0.090
edfxtp_1,4,0.62
xnor2_2,1,0.084
nor2b_1,4,0.13
nand2b_1,1,0.032
xor2_1,1,0.045
final cells by class:
type | instances | share of cell area
Clock buffer | 3 | 0.0645
Multi-Input combinational cell | 9 | 0.233
Sequential cell | 4 | 0.344
Tap cell | 46 | 0.165
Timing Repair Buffer | 8 | 0.194
No activity file was given, so power comes from the tool's default toggle rates.
